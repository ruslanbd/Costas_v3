[./run.sh]
#!/bin/bash
# OpenROAD 26Q1-2900-gdf79404cd8, Yosys 0.63+post, stock flow scripts
make -C /OpenROAD-flow-scripts/flow DESIGN_CONFIG=/design/flow/config.mk WORK_HOME=/design/flow/orfs finish
[./config.mk]
export PLATFORM = sky130hd
export DESIGN_NAME = Costas_TopLevel
export DESIGN_NICKNAME = Costas_TopLevel
export VERILOG_FILES = /design/flow/design.v
export SDC_FILE = /design/flow/constraint.sdc
export NUM_CORES = 4
export LEC_CHECK = 1
export CORE_UTILIZATION = 40
[./constraint.sdc]
current_design Costas_TopLevel

set clk_period 3.9
set clk_io_pct 0.2

create_clock -name clk0 -period $clk_period [get_ports {clk10M_w}]
create_clock -name clk1 -period $clk_period [get_ports {pps}]

set non_clock_inputs [all_inputs -no_clocks]
set_input_delay [expr $clk_period * $clk_io_pct] -clock clk0 $non_clock_inputs
set_output_delay [expr $clk_period * $clk_io_pct] -clock clk0 [all_outputs]
[./design.v]
module counter60(
input clock,
output wire clock60,
output reg unlock
);
    reg [5:0]count = 6'd0;
    reg clkstate = 0;
    always @(posedge clock) begin
        case(count)
            6'd14:  begin
                        count <= 6'd0;
                        clkstate <= 1'b1;
                    end
            6'd13:  begin
                        count <= 6'd14;
                        unlock <= 1'd0;
                    end
            6'd1:   begin
                        count <= 6'd2;
                        unlock <= 1'd1;
                    end
            6'd0:   begin
                        count <= 6'd1;
                        clkstate <= 1'd0;
                    end
            default: begin 
                        count <= count + 1'd1;
                    end
        endcase
    end
    assign clock60 = clkstate; 
endmodule
module counter600(
input clock,
output wire clock600,
output reg unlock
);
    reg [9:0]count = 10'd0;
    reg clkstate = 0;
    always @(posedge clock) begin
        case(count)
            10'd29:  begin
                        count <= 10'd0;
                        clkstate <= 1'b1;
                    end
            10'd28: begin
                        count <= 10'd29;
                        unlock <= 1'd0;
                    end
            10'd1:   begin
                        count <= 10'd2;
                        unlock <= 1'd1;
                    end
            10'd0:  begin
                        count <= 10'd1;
                        clkstate <= 1'b0;
                   end
            default: begin 
                        count <= count + 1'd1;
                    end
        endcase
    end
    assign clock600 = clkstate;
endmodule
module master_Counter#(
    parameter CLKDIV = 1000,
    parameter DUTY = 500
    )(
input sync,
input clockin,
output wire clockout
);
    reg [31:0] count = 32'd0;
    reg clkstate = 0;
    reg syncd = 0;
    always @(posedge clockin) begin
            case(count)
                CLKDIV:  begin
                        count <= 10'd0;
                        clkstate <= 1'b1;
                    end
                duty_cycle(CLKDIV, DUTY):  begin
                        if(!sync && !syncd) begin 
                            count <= 0;
                            syncd <= 1;
                        end else begin 
                            count <= duty_next(CLKDIV, DUTY);
                            if(sync && syncd) syncd <= 0;
                            clkstate <= 1'd0;
                        end
                   end
                default: begin 
                        if(!sync && !syncd) begin 
                            count <= 0;
                            syncd <= 1;
                        end else begin 
                            count <= count + 1'd1;
                            if(sync && syncd)
                                syncd <= 0;
                            end
                    end
            endcase
    end
    assign clockout = clkstate;
    function automatic integer duty_cycle;
        input integer clkdiv;
        input integer duty;
        begin
            duty_cycle = (clkdiv * duty)/100;
        end
    endfunction
    function automatic integer duty_next;
        input integer clkdiv;
        input integer duty;
        begin
            duty_next = (clkdiv * duty)/100+1;
        end
    endfunction
endmodule
module Costas_TopLevel#(parameter PSK_SIGNAL_RATE_HZ = 125)(
  input logic sys_clk,  
  input logic pps,  
  input logic clk10M_w,  
  input logic costas_txrq,  
  input logic psk_txrq,  
  output logic mcu_costas_trigger,  
  output logic mcu_costas_clk,  
  output logic mcu_psk_trigger,  
  output logic mcu_psk_clk,  
  output logic fq_ud,  
  output logic unlock,  
  output logic unlock_psk,  
  output logic[3:0] ledr  
);
  logic clk10k;
  logic clock60;
  logic clock600;
  logic interCostasClock;
  logic interPskClock;
  logic Costas_fq_ud_n;
  logic Costas_fq_ud;
  logic Psk_fq_ud;
  logic Psk_fq_ud_n;
    assign Psk_fq_ud = ~Psk_fq_ud_n;
    assign Costas_fq_ud = ~Costas_fq_ud_n;
  counter60   counter60(.clock(pps), .clock60(clock60), .unlock(unlock));
  counter600  counter600(.clock(pps), .clock600(clock600), .unlock(unlock_psk));
  master_Counter #(.CLKDIV(250000), .DUTY( 50 )) interCostasCounter (.clockin(clk10M_w), .clockout(interCostasClock), .sync(unlock));
  master_Counter #(.CLKDIV(12500), .DUTY( 50 )) interPskCounter (.clockin(clk10M_w), .clockout(interPskClock), .sync(unlock_psk));
  master_Counter #(.CLKDIV(4), .DUTY( 25 ) ) CostasCounter (.clockin(interCostasClock), .clockout(mcu_costas_clk), .sync(1'b1));
  master_Counter #(.CLKDIV(4), .DUTY( 75 ) ) fq_udCounterCostas (.clockin(interCostasClock), .clockout(Costas_fq_ud_n), .sync(1'b1));
  master_Counter #(.CLKDIV(4), .DUTY( 75 ) ) fq_udCounterPsk (.clockin(interPskClock), .clockout(Psk_fq_ud_n), .sync(1'b1));
  master_Counter #(.CLKDIV(4), .DUTY( 25 ) ) PskCounter (.clockin(interPskClock), .clockout(mcu_psk_clk), .sync(1'b1));
  assign fq_ud = (Costas_fq_ud&costas_txrq) | (Psk_fq_ud&psk_txrq);
  assign mcu_costas_trigger = clock60 & (~clock600);
  assign mcu_psk_trigger = clock600;
  assign ledr[0] = mcu_costas_trigger;
  assign ledr[1] = mcu_psk_trigger;
  assign ledr[2] = pps;
  assign ledr[3] = mcu_costas_clk;
endmodule
==> impl_metrics.ini <==
; generated from flow reports
[run_status]
status = finished clean

[synth]
synthArstFlopShare = 0
post_synth_ao_oa_area_fraction = 0.08061
synth.logic.top_family = simple AND/OR/NAND/NOR gates
yosysChipArea_mm2 = 0.01023
yosys.area_share.simple = 0.2791
yosys_warnings = 6
synthTopCellsByCount = sky130_fd_sc_hd__dfxtp_1 (208), sky130_fd_sc_hd__xnor2_1 (89), sky130_fd_sc_hd__nand3_1 (76)
synth-xor-area-share = 0.1276
number_of_distinct_standard_cells_referenced_by_the_synthesized_netlist = 54
synth.ff_latch_count = 220
synth_stat.cells = 1116
postSynthCellCount = 1116
synth.area.top_cells = sky130_fd_sc_hd__dfxtp_1 (41%), sky130_fd_sc_hd__xnor2_1 (7.6%), sky130_fd_sc_hd__xor2_1 (5.1%)
fa_ha_area_frac = 0.02936
synth.largest_area_cell = sky130_fd_sc_hd__dfxtp_1
postSynthAreaPerCell_um2 = 9.165
top_area_frac = 0.4071
muxShareOfSynthArea = 0.0009786
mappedNetlistArea_mm2 = 0.01023
synth.yosys.seq_area_share = 0.4423
enable_flop_cells = 12
synthFlopType = sky130_fd_sc_hd__dfxtp_1
most_common_cell = sky130_fd_sc_hd__dfxtp_1

[power_and_ir_drop]
power_frac_seq = 0.442
report.power.total_w = 0.002063
worst_ir_drop_vdd_mv = 0.3135
power.share.clock = 0.557
power.combinational.fraction = 0.002
power.static_leakage_nw = 4.041
power_density_mw_per_mm2 = 185.8
internal_power_w = 0.001691
swShare = 0.1801
power_switching_w = 0.0003714

[timing]
post-route-worst-setup-slack_ns = 0.5334
clock_skew_ns = 0.006128
slew_headroom = 0.3710
setup_repair_after_global_routing_missed_its_margin = false
finalSetupViolCount = 0
tightest_slew_ns = 0.9354
untimed_endpoints = 139
slew_viol_final = 0
finalHoldViolations = 0
fin_setup_tns_ns = 0
unclocked_regs = 132

[cts]
post_cts.resized_instances = 0
tritoncts_clock_tree = yes
ctsHoldBuffers = 0
cts.clk_slew.worst_paths_ns = 0.05
cts_setup_buffers = 0

[place]
gp_congestion = 0.8133
placement.setup.worst_slack_ns = 0.8026
port-buffer-count = 13
detailed_place_hpwl_um = 12390

[floorplanning]
num_io_pins = 16
core_region_area_mm2 = 0.02511
die_x_um = 161.9
die_area_mm2 = 0.02621
initial_core_util = 0.4074
dieHeight_um = 161.9
placementRows = 58

[global_route]
antenna_found_initial = 0
global_route.usage.total = 0.1452
grt_max_degree = 67
global_route.overflow_total = 0
global_route_wire_length_before_repair_um = 31980
grt_pass1_vias = 6978

[detailed_routing]
routed_via_density = 5.286
detail_route.iter0.violations = 367
detail_route.antenna_diodes = 0
detail_route.drc_violations = 0
count_of_nets_left_with_antenna_violations_after_detail_routing = 0
wirelength_um = 17960
num_vias = 7675
wl_per_cell_um = 12.37
detail_route.first_pass.iterations = 4

[job]
cap_viol_max_count = 0
warning_count = 42

[worst_setup_path]
reg2regPathDepth = 7
critical_path_class = clock port to output pin
critPathCaptureType = output pin
timing.critical_path.from_type = clock port
worst-path-max-fanout = 2
arrival_ns = 2.59
worstPathRequired_ns = 3.12

[cells_and_area]
area.growth.synth_to_final_pct = 8.526
final_layout_size_suffix_gt1_frac = 0.04545

[min_path]
worstHoldPathCells = 1
holdCritPathClass = flop to flop
-- registers in the layout, summed over array words and instances (netlist names), 6 cells and up --
name,flops
interCostasCounter.count,32
CostasCounter.count,32
fq_udCounterPsk.count,32
PskCounter.count,32
fq_udCounterCostas.count,32
counter600.count,10
counter60.count,6
interPskCounter.count,32
-- power by group through the flow --
stage / Sequential, W / Combinational (W) / Clock [W]
4_1_cts: 0.000911 / 0.00000368 / 0.00118
5_1_grt: 0.000910 / 0.00000394 / 0.00122
6_report: 0.000911 / 0.00000362 / 0.00115
-- placed cells by master, fill, tap and decap left out, types with 3 or more instances in the layout --
cell / count
sky130_fd_sc_hd__buf_4: 10
sky130_fd_sc_hd__a211oi_1: 22
sky130_fd_sc_hd__o22ai_1: 6
sky130_fd_sc_hd__nor2b_1: 5
sky130_fd_sc_hd__and4_1: 25
sky130_fd_sc_hd__nor2_1: 62
sky130_fd_sc_hd__nor4_2: 3
sky130_fd_sc_hd__nor4_1: 47
sky130_fd_sc_hd__o21a_1: 3
sky130_fd_sc_hd__or4_1: 17
sky130_fd_sc_hd__clkbuf_16: 16
sky130_fd_sc_hd__inv_1: 59
sky130_fd_sc_hd__nand2_1: 73
sky130_fd_sc_hd__o21ai_0: 28
sky130_fd_sc_hd__edfxtp_1: 12
sky130_fd_sc_hd__ha_1: 24
sky130_fd_sc_hd__nor3_1: 62
sky130_fd_sc_hd__xor2_1: 60
sky130_fd_sc_hd__xnor2_1: 89
sky130_fd_sc_hd__nand2b_1: 6
sky130_fd_sc_hd__nor3b_1: 4
sky130_fd_sc_hd__dfxtp_1: 208
sky130_fd_sc_hd__a21oi_1: 14
sky130_fd_sc_hd__or3_1: 29
sky130_fd_sc_hd__and3_1: 12
sky130_fd_sc_hd__nand3_1: 76
sky130_fd_sc_hd__a211oi_2: 9
sky130_fd_sc_hd__nand4_1: 68
sky130_fd_sc_hd__clkdlybuf4s50_1: 13
sky130_fd_sc_hd__and2_1: 4
sky130_fd_sc_hd__o31ai_1: 21
-- layer usage --
layer,vias up,part of all wire,track usage
met1,3527,0.54,0.2354
met4,0,0.0081,0.01415
met2,62,0.43,0.2191
met5,-,0,0
li1,4072,-,-
met3,14,0.021,0.01875
-- stage by stage --
stage                     instances  cell area (um2)    util  hold slack, ns
after global placement         1432            10660  0.4247          0.4467
final                          1452            11100  0.4421          0.4572
after CTS                      1452            11100  0.4421          0.4611
after detailed placement       1432            10660  0.4247          0.4525
after global routing           1452            11100  0.4421          0.4823
after floorplan                1116            10230       -          0.4318
-- area by class of cell --
class	instances	area, um2
inverters	59	221.5
well taps	330	412.9
repair buffers	22	195.2
clock buffers	20	441.7
flip-flops and latches	220	4524
clock inverters	1	5.005
fillers	2386	14010
multi-input cells	800	5300
-- worst max-delay path, stage by stage --
cell,delay [ns]
sky130_fd_sc_hd__clkbuf_16,0.12
sky130_fd_sc_hd__clkbuf_16,0.13
sky130_fd_sc_hd__clkdlybuf4s50_1,0.39
-- final timing paths --
kind                                 startpoint                      endpoint  slack, ns
max in group clk1           counter600.count[6]           counter600.clkstate       2.12
min reg2reg                  counter60.count[5]            counter60.count[5]       0.46
max                                         pps                       ledr[2]       0.53
max reg2reg            interPskCounter.count[0]      interPskCounter.count[4]       1.39
min                          counter60.count[5]            counter60.count[5]       0.46
min in group clk0  interCostasCounter.count[29]  interCostasCounter.count[29]       0.51
-- cell families (layout without fill, tap and decap cells) --
family,Yosys count,count (layout)
compound gates,116,116
xor+xnor,149,149
fa+ha+maj,24,24
buf+inv,96,102
flops,220,220
mux,1,1
simple gates,510,510
No activity file was given, so power comes from the tool's default toggle rates.
